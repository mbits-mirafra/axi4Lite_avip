--- flow/design.v ---
package MasterRTLGlobalPkg;
  parameter bit AGENT_ACTIVE = 1;
  parameter int ADDRESS_WIDTH = 32;
  parameter int DATA_WIDTH = 32;
  parameter bit[32:0] MIN_ADDRESS = {32{1'b0}};
  parameter bit[32:0] MAX_ADDRESS = {32{1'b1}};
  parameter bit HAS_COVERAGE = 1;
  typedef enum bit {
    WRITE = 1,
    READ  = 0
  } transactionTypeEnum;
  typedef enum logic [2:0] {
    WRITE_DATA_SECURE_UNPRIVILEGED            = 3'b000,  
	  WRITE_DATA_SECURE_PRIVILEGED              = 3'b001,  
	  WRITE_DATA_NONSECURE_UNPRIVILEGED         = 3'b010,  
	  WRITE_DATA_NONSECURE_PRIVILEGED           = 3'b011,  
	  WRITE_INSTRUCTION_SECURE_UNPRIVILEGED     = 3'b100,  
	  WRITE_INSTRUCTION_SECURE_PRIVILEGED       = 3'b101,  
	  WRITE_INSTRUCTION_NONSECURE_UNPRIVILEGED  = 3'b110,  
	  WRITE_INSTRUCTION_NONSECURE_PRIVILEGED    = 3'b111  
  }awprotEnum;
  typedef enum logic [2:0] {
    READ_DATA_SECURE_UNPRIVILEGED            = 3'b000,  
	  READ_DATA_SECURE_PRIVILEGED              = 3'b001,  
	  READ_DATA_NONSECURE_UNPRIVILEGED         = 3'b010,  
	  READ_DATA_NONSECURE_PRIVILEGED           = 3'b011,  
	  READ_INSTRUCTION_SECURE_UNPRIVILEGED     = 3'b100,  
	  READ_INSTRUCTION_SECURE_PRIVILEGED       = 3'b101,  
	  READ_INSTRUCTION_NONSECURE_UNPRIVILEGED  = 3'b110,  
	  READ_INSTRUCTION_NONSECURE_PRIVILEGED    = 3'b111  
  }arprotEnum;
endpackage : MasterRTLGlobalPkg
package Axi4LiteMasterReadAssertCoverParameter;
  parameter int MAX_DELAY_READY = 16;
  parameter int MAX_DELAY_VALID = 16;
  parameter int MAX_DELAY_RVALID = 10;
  parameter int MAX_DELAY_ARADDR = 10;
  parameter int MAX_DELAY_RREADY = 16;
  parameter int MAX_DELAY_ARVALID = 10;
  parameter int DELAY_FOR_SECOND_TRANSFER = 16;
endpackage : Axi4LiteMasterReadAssertCoverParameter
package Axi4LiteMasterWriteAssertCoverParameter;
  parameter int MAX_DELAY_READY = 16;
  parameter int MAX_DELAY_VALID = 16;
  parameter int MAX_DELAY_WVALID = 10;
  parameter int MAX_DELAY_BVALID = 12;
  parameter int MAX_DELAY_BREADY = 16;
  parameter int MAX_DELAY_AWVALID = 10;
  parameter int DELAY_FOR_SECOND_TRANSFER = 16;
endpackage : Axi4LiteMasterWriteAssertCoverParameter
package Axi4LiteSlaveReadAssertCoverParameter;
  parameter int MAX_DELAY_READY = 16;
  parameter int MAX_DELAY_VALID = 16;
  parameter int MAX_DELAY_RVALID = 10;
  parameter int MAX_DELAY_ARADDR = 10;
  parameter int MAX_DELAY_ARREADY = 16;
  parameter int DELAY_FOR_SECOND_TRANSFER = 16;
endpackage : Axi4LiteSlaveReadAssertCoverParameter
package Axi4LiteSlaveWriteAssertCoverParameter;
  parameter int MAX_DELAY_READY = 16;
  parameter int MAX_DELAY_VALID = 16;
  parameter int MAX_DELAY_WVALID = 10;
  parameter int MAX_DELAY_BVALID = 12;
  parameter int MAX_DELAY_AWVALID = 10;
  parameter int MAX_DELAY_AWREADY = 16;
  parameter int MAX_DELAY_WREADY = 16;
  parameter int DELAY_FOR_SECOND_TRANSFER = 16;
endpackage : Axi4LiteSlaveWriteAssertCoverParameter
module axi4_lite_slave_adaptor (
    input aclk,
    input aresetn,
    input [31:0] awaddr_in,
    input [2:0] awprot_in,
    input awvalid_in,
    output reg awready_out,
    input [31:0] wdata_in,
    input [3:0] wstrb_in,
    input wvalid_in,
    output reg wready_out,
    output reg [1:0] bresp_out,
    output reg bvalid_out,
    input bready_in,
    input [31:0] araddr_in,
    input [2:0] arprot_in,
    input arvalid_in,
    output reg arready_out,
    output reg [31:0] rdata_out,
    output reg [1:0] rresp_out,
    output reg rvalid_out,
    input rready_in,
    input [31:0] rdata_in
);
    reg [31:0] awaddr_save;
    always @(posedge aclk or negedge aresetn) begin
        if (!aresetn) begin
            awaddr_save <= 0;
            awready_out <= 1;
        end
        else begin
           awready_out <= 1;
           if (awvalid_in) begin
            awaddr_save <= awaddr_in;
           end 
        end
    end
    reg [31:0] wdata_save;
    reg wdata_save_indication;
    always @(posedge aclk or negedge aresetn) begin
        if (!aresetn) begin
            wdata_save <= 0;
            wdata_save_indication <= 0;
            wready_out <= 1;
        end
        else begin
            wready_out <= 1;
            if (wvalid_in) begin
                if (wstrb_in[0]) begin
                    wdata_save[7:0] = wdata_in[7:0];
                end
                if (wstrb_in[1]) begin
                    wdata_save[15:8] = wdata_in[15:8];
                end
                if (wstrb_in[2]) begin
                    wdata_save[23:16] = wdata_in[23:16];
                end
                if (wstrb_in[3]) begin
                    wdata_save[31:24] = wdata_in[31:24];
                end
                wdata_save_indication = 1;
            end
        end
    end
    always @(posedge aclk or negedge aresetn) begin
        if (!aresetn) begin
            bvalid_out <= 0;
        end
        else begin
            if (wdata_save_indication) begin
                bresp_out <= 0;
                bvalid_out <= 1;
                if (bready_in) begin
                    bvalid_out <= 0;
                end
            end
        end
    end
    reg [31:0] araddr_save;
    reg rdata_save_indication;
    always @(posedge aclk or negedge aresetn) begin
        if (!aresetn) begin
            araddr_save <= 0;
            rdata_save_indication <= 0;
            arready_out <= 1;
        end
        else begin
           arready_out <= 1;
           if (arvalid_in) begin
            araddr_save <= araddr_in;
            rdata_save_indication <= 1;
           end 
        end
    end
    always @(posedge aclk or negedge aresetn) begin
        if (!aresetn) begin
            rvalid_out <= 0;
        end
        else begin
            if (rdata_save_indication) begin
                rdata_out <= rdata_in;
                rvalid_out <= 1;
                if (rready_in) begin
                    rresp_out <= 0;
                    rvalid_out <= 0;
                end
            end
            else begin
                rdata_out <= 0;
            end
        end
    end
endmodule
--- flow/run.sh ---
#!/bin/bash
# OpenROAD 26Q1-2900-gdf79404cd8, Yosys 0.63+post, stock flow scripts
make -C /OpenROAD-flow-scripts/flow DESIGN_CONFIG=/design/flow/config.mk WORK_HOME=/design/flow/orfs finish
--- flow/config.mk ---
export PLATFORM = sky130hd
export DESIGN_NAME = axi4_lite_slave_adaptor
export DESIGN_NICKNAME = axi4_lite_slave_adaptor
export VERILOG_FILES = /design/flow/design.v
export SDC_FILE = /design/flow/constraint.sdc
export NUM_CORES = 4
export LEC_CHECK = 1
export CORE_AREA = 10 10 124 124
export DIE_AREA = 0 0 134 134
--- flow/constraint.sdc ---
current_design axi4_lite_slave_adaptor

set clk_period 1.3
set clk_io_pct 0.2

create_clock -name clk0 -period $clk_period [get_ports {aclk}]

set non_clock_inputs [all_inputs -no_clocks]
set_input_delay [expr $clk_period * $clk_io_pct] -clock clk0 $non_clock_inputs
set_output_delay [expr $clk_period * $clk_io_pct] -clock clk0 [all_outputs]
==> out/qor.yml <==
p_leak_uw: 0.0009043
fin_util: 0.1919
diodes: 0
fin_crit_ns: 1.166
first_pass_iters: 3
path_buffers: 1
cp_slowest_cell: "edfxtp_1"
die_area_mm2: 0.01796
vdd_drop_max_uv: 364.0
ioPinCount: 186
num_vias: 895
drc_errors: 0
postSynthAreaPerCell_um2: 16.41
cts_buffer_depth: 2
cpPeakStageDelay_ns: 0.35
cts-buffers-inserted: 5
routedWlPerCell_um: 12.01
yosys_warnings: 1
grt_pass1_vias: 1017
yosys_area_mm2: 0.001411
clk_pin_slew_worst_paths_ns: 0.06
drt_iter0_drc: 31
path_class: "reg -> out"
postSynthCellCount: 86
initial_utilization: 0.1114
drv_slew: 0
dp_hpwl_mm: 3.101
tns_ns: 0
path_cells: "dlygate4sd2_1"
synth_cell_types: 11
setup.worst_path.end_class: "output pin"
rsz0062_at_grt: "false"
top_cell_area_share: 0.6809
die_w_um: 134
cts_sinks: 36
rows: 41
area_leaders: "edfxtp_1, and2_2, dfrtp_1"
syn_to_final_growth_pct: 72.25
grt_max_degree: 35
insertion_delay_ns: 0.29
wirelength_mm: 4.023
grt_overflow_total: 0
flop_cell: "edfxtp_1"
async_flop_share: 0.1111
warnings: 132
port_buffers: 71
worstPathArrival_ns: 0.91
worstPathRequired_ns: 1.04
min_period_over_period: 0.8969
yosys-top-cells-count: "and2_2, edfxtp_1, buf_4"
fin_skew_ns: 0.01082
edf_count: 32
cts_setup_buffers: 0
ant_nets: 0
min_path_type: "in -> reg"
status: "finished, final reports clean"
grt_first_pass_wirelength_mm: 6.147
gp_congestion: 0.6746
maxCapViolations: 0
yosysSeqAreaShare: 0.7518
drive_gt1_frac: 0.2638
core_mm2: 0.01267
hold_viol_final: 0
dieHeight_um: 134
crit_path_max_fanout: 1
max_freq_ghz: 0.8577
htreeDepth: 2
crit_family: "flip-flops"
viasPerCell: 2.672
p_per_area_mw_per_mm2: 1136
ys_cells: 86
cp-start-kind: "flip-flop"
cts_root_buffer: "clkbuf_16"
cts_tree: "yes"
synth_flops: 36
yosys.area.top_type: "edfxtp_1"
p_total_uw: 2762
antenna_found_initial: 0
setup_viol: 0
grt.total_usage: 0.04492
syn-cell-area_mm2: 0.001411
[logic make-up (layout without fill, tap and decap cells)]
family | after synthesis | in the layout | synth area share
DFF | 36 | 36 | 0.7518
and+or+nand+nor | 35 | 35 | 0.1817
buffers and inverters | 11 | 83 | 0.05053
other | 2 | 7 | 0.005321
AOI/OAI and AO/OA | 1 | 1 | 0.003543
muxes | 1 | 1 | 0.007092
[layer usage]
layer  up-vias  track usage  part of all wire
li1        426            -                 -
met1       413      0.05376              0.41
met2        47      0.06966              0.46
met3         9      0.02502              0.11
met4         0     0.009674             0.027
met5         -            0                 0
[state kept, by name (all words and copies together) (netlist names)]
register / count
rdata_save_indication: 1
rvalid_out: 1
bvalid_out: 1
rdata_out: 32
wdata_save_indication: 1
[final timing paths]
path	start	to	slack (ns)	cells after the start
min in group asynchronous	aresetn	rdata_save_indication$_DFFE_PN0P_	0.63	3
setup reg to reg	rdata_save_indication$_DFFE_PN0P_	rdata_out[28]$_SDFFCE_PN0P_	0.27	2
max in group asynchronous	aresetn	rvalid_out$_DFFE_PN0P_	0.46	3
hold reg to reg	wdata_save_indication$_DFFE_PN0P_	bvalid_out$_DFFE_PN0P_	0.47	1
hold / removal	aresetn	rdata_out[12]$_SDFFCE_PN0P_	0.43	2
setup / recovery	rdata_out[29]$_SDFFCE_PN0P_	rdata_out[29]	0.13	1
[stage by stage]
step           setup WS (ns)  instance area (µm²)  cells  hold WS, ns
2_1_floorplan         0.3290                 1430     91     -0.03559
3_3_place_gp          0.1996                 2323    326       0.2409
3_5_place_dp          0.1880                 2323    326       0.2405
4_1_cts               0.1081                 2431    335       0.4354
5_1_grt              0.07713                 2431    335       0.4416
6_report              0.1340                 2431    335       0.4336
[power breakdown]
group / switching, µW / total (µW) / internal (µW) / leakage, µW
combinational: 62.4 / 252 / 189 / 0.000486
clock: 466 / 1170 / 704 / 0.0000645
sequential: 11.6 / 1340 / 1330 / 0.000354
total: 540 / 2760 / 2220 / 0.000904
[cell usage in the layout (no fill, tap or decap)]
master	count
edfxtp_1	32
dlygate4sd2_1	34
nor2_1	1
clkbuf_1	1
dfrtp_1	4
conb_1	7
or2_2	2
and2_2	32
clkinv_1	1
clkdlybuf4s50_1	36
mux2i_1	1
buf_2	1
clkinvlp_4	1
a21oi_1	1
inv_1	1
dlygate4sd3_1	1
clkbuf_16	5
buf_12	2
[final cells by class]
type,instances,area (µm²)
Fill cell,1375,10240
Sequential cell,36,1061
Timing Repair Buffer,74,713.2
Multi-Input combinational cell,44,297.8
Tap cell,172,215.2
Clock buffer,6,128.9
Clock inverter,2,11.26
Inverter,1,3.754
[repair_timing]
action / 4_1_cts / 5_1_grt
hold buffers: 1 / 0
resized: 34 / 0
endpoints found under the hold margin: 4 / 0
setup endpoints to repair: 34 / 0
No activity file was given, so power comes from the tool's default toggle rates.
