File: ./run.sh
#!/bin/bash
# OpenROAD 26Q1-2900-gdf79404cd8, Yosys 0.63+post, stock flow scripts
make -C /OpenROAD-flow-scripts/flow DESIGN_CONFIG=/design/flow/config.mk WORK_HOME=/design/flow/orfs finish
File: ./config.mk
export PLATFORM = sky130hd
export DESIGN_NAME = axi4_lite_master_adaptor
export DESIGN_NICKNAME = axi4_lite_master_adaptor
export VERILOG_FILES = /design/flow/design.v
export SDC_FILE = /design/flow/constraint.sdc
export NUM_CORES = 4
export LEC_CHECK = 1
export CORE_AREA = 10 10 156 156
export DIE_AREA = 0 0 166 166
File: ./constraint.sdc
current_design axi4_lite_master_adaptor

set clk_period 2.3
set clk_io_pct 0.2

create_clock -name clk0 -period $clk_period [get_ports {aclk}]

set non_clock_inputs [all_inputs -no_clocks]
set_input_delay [expr $clk_period * $clk_io_pct] -clock clk0 $non_clock_inputs
set_output_delay [expr $clk_period * $clk_io_pct] -clock clk0 [all_outputs]
File: ./design.v
package MasterRTLGlobalPkg;
  parameter bit AGENT_ACTIVE = 1;
  parameter int ADDRESS_WIDTH = 32;
  parameter int DATA_WIDTH = 32;
  parameter bit[32:0] MIN_ADDRESS = {32{1'b0}};
  parameter bit[32:0] MAX_ADDRESS = {32{1'b1}};
  parameter bit HAS_COVERAGE = 1;
  typedef enum bit {
    WRITE = 1,
    READ  = 0
  } transactionTypeEnum;
  typedef enum logic [2:0] {
    WRITE_DATA_SECURE_UNPRIVILEGED            = 3'b000,  
	  WRITE_DATA_SECURE_PRIVILEGED              = 3'b001,  
	  WRITE_DATA_NONSECURE_UNPRIVILEGED         = 3'b010,  
	  WRITE_DATA_NONSECURE_PRIVILEGED           = 3'b011,  
	  WRITE_INSTRUCTION_SECURE_UNPRIVILEGED     = 3'b100,  
	  WRITE_INSTRUCTION_SECURE_PRIVILEGED       = 3'b101,  
	  WRITE_INSTRUCTION_NONSECURE_UNPRIVILEGED  = 3'b110,  
	  WRITE_INSTRUCTION_NONSECURE_PRIVILEGED    = 3'b111  
  }awprotEnum;
  typedef enum logic [2:0] {
    READ_DATA_SECURE_UNPRIVILEGED            = 3'b000,  
	  READ_DATA_SECURE_PRIVILEGED              = 3'b001,  
	  READ_DATA_NONSECURE_UNPRIVILEGED         = 3'b010,  
	  READ_DATA_NONSECURE_PRIVILEGED           = 3'b011,  
	  READ_INSTRUCTION_SECURE_UNPRIVILEGED     = 3'b100,  
	  READ_INSTRUCTION_SECURE_PRIVILEGED       = 3'b101,  
	  READ_INSTRUCTION_NONSECURE_UNPRIVILEGED  = 3'b110,  
	  READ_INSTRUCTION_NONSECURE_PRIVILEGED    = 3'b111  
  }arprotEnum;
endpackage : MasterRTLGlobalPkg
package Axi4LiteMasterReadAssertCoverParameter;
  parameter int MAX_DELAY_READY = 16;
  parameter int MAX_DELAY_VALID = 16;
  parameter int MAX_DELAY_RVALID = 10;
  parameter int MAX_DELAY_ARADDR = 10;
  parameter int MAX_DELAY_RREADY = 16;
  parameter int MAX_DELAY_ARVALID = 10;
  parameter int DELAY_FOR_SECOND_TRANSFER = 16;
endpackage : Axi4LiteMasterReadAssertCoverParameter
package Axi4LiteMasterWriteAssertCoverParameter;
  parameter int MAX_DELAY_READY = 16;
  parameter int MAX_DELAY_VALID = 16;
  parameter int MAX_DELAY_WVALID = 10;
  parameter int MAX_DELAY_BVALID = 12;
  parameter int MAX_DELAY_BREADY = 16;
  parameter int MAX_DELAY_AWVALID = 10;
  parameter int DELAY_FOR_SECOND_TRANSFER = 16;
endpackage : Axi4LiteMasterWriteAssertCoverParameter
package Axi4LiteSlaveReadAssertCoverParameter;
  parameter int MAX_DELAY_READY = 16;
  parameter int MAX_DELAY_VALID = 16;
  parameter int MAX_DELAY_RVALID = 10;
  parameter int MAX_DELAY_ARADDR = 10;
  parameter int MAX_DELAY_ARREADY = 16;
  parameter int DELAY_FOR_SECOND_TRANSFER = 16;
endpackage : Axi4LiteSlaveReadAssertCoverParameter
package Axi4LiteSlaveWriteAssertCoverParameter;
  parameter int MAX_DELAY_READY = 16;
  parameter int MAX_DELAY_VALID = 16;
  parameter int MAX_DELAY_WVALID = 10;
  parameter int MAX_DELAY_BVALID = 12;
  parameter int MAX_DELAY_AWVALID = 10;
  parameter int MAX_DELAY_AWREADY = 16;
  parameter int MAX_DELAY_WREADY = 16;
  parameter int DELAY_FOR_SECOND_TRANSFER = 16;
endpackage : Axi4LiteSlaveWriteAssertCoverParameter
module axi4_lite_master_adaptor (
    input aclk,
    input aresetn,
    output reg [31:0] awaddr_out,
    output reg [2:0] awprot_out,
    output reg awvalid_out,
    input awready_in,
    input [31:0] awaddr_in,
    input [2:0] awprot_in,
    output reg [31:0] wdata_out,
    output reg [3:0] wstrb_out,
    output reg wvalid_out,
    input wready_in,
    input [31:0] wdata_in,
    input [3:0] wstrb_in,
    input [1:0] bresp_in,
    input bvalid_in,
    output reg bready_out,
    output reg [31:0] araddr_out,
    output reg [2:0] arprot_out,
    output reg arvalid_out,
    input arready_in,
    input [31:0] araddr_in,
    input [2:0] arprot_in,
    input [31:0] rdata_in,
    input [1:0] rresp_in,
    input rvalid_in,
    output reg rready_out
);
    always @(posedge aclk or negedge aresetn) begin
        if (!aresetn) begin
            awvalid_out <= 0;
        end
        else begin
            awaddr_out <= awaddr_in;
            awprot_out <= awprot_in;
            if (awaddr_out) begin
                awvalid_out <= 1;
                if (awready_in) begin
                    awvalid_out <= 0;
                end
            end
        end
    end
    always @(posedge aclk or negedge aresetn) begin
        if (!aresetn) begin
            wvalid_out <= 0;
        end
        else begin
            wdata_out <= wdata_in;
            wstrb_out <= wstrb_in;
            if (wdata_out) begin
                wvalid_out <= 1;
                if (wready_in) begin
                    wvalid_out <= 0;
                end
            end
        end
    end
    reg [1:0] bresp_save;
    always @(posedge aclk or negedge aresetn) begin
        if (!aresetn) begin
            bready_out <= 0;
        end
        else begin
            if (wvalid_out && wready_in) begin
                bready_out <= 1;
                if (bvalid_in) begin
                    bresp_save <= bresp_in;
                    bready_out <= 0;
                end
            end
            else begin
                bready_out <= 0;
            end
        end
    end
    always @(posedge aclk or negedge aresetn) begin
        if (!aresetn) begin
            arvalid_out <= 0;
        end
        else begin
            araddr_out <= araddr_in;
            arprot_out <= arprot_in;
            if (araddr_out) begin
                arvalid_out <= 1;
                if (arready_in) begin
                    arvalid_out <= 0;
                end
            end
        end
    end
    reg [31:0] rdata_save;
    reg [1:0] rresp_save;
    always @(posedge aclk or negedge aresetn) begin
        if (!aresetn) begin
            rready_out <= 0;
            rdata_save <= 0;
        end
        else begin
            if (arvalid_out && arready_in) begin
                rready_out <= 1;
                if (rvalid_in) begin
                    rdata_save <= rdata_in;
                    rresp_save <= rresp_in;
                    rready_out <= 0;
                end 
            end
            else begin
                rready_out <= 0;
            end
        end
    end
endmodule
==> impl_metrics.py <==
# Generated from Yosys and OpenROAD reports
metrics = {
    "setup_path": {
        "timing.critical_path.buf_inv": 1,
        "timing.critical_path.cells": "clkdlybuf4s50_1",
        "r2r_setup_slack_ps": 830,
        "crit_family": "buffers and inverters",
        "critical_path.max_fanout": 2,
        "timing.critical_path.from_type": "register",
        "class_of_the_most_critical_setup_path": "reg2out",
        "worst-endpoint-required_ps": 1840,
        "max_stage_delay_ps": 520,
        "worst_r2r_startpoint": "araddr_out[16]",
        "r2r_cells": 3,
        "critPathSlowestCell": "sky130_fd_sc_hd__clkdlybuf4s50_1",
        "arrival_ps": 1240,
        "setup.worst_path.end_class": "primary output",
        "reg2reg_to": "arvalid_out",
    },
    "final_timing": {
        "timing.slew.headroom_pct": 60.3,
        "maxSlewViolCount": 0,
        "fin_setup_tns_ps": 0,
        "finalWorstPathRequiredPeriod_ps": 1700,
        "final-hold-violation-count": 0,
        "worst_clock_skew_ps": 4.98,
        "worst_hold_slack_ps": 197,
        "worst_slack_ps": 600,
        "worst_pin_slew_ps": 595,
        "setup_viol": 0,
        "period_used_pct": 73.9,
        "timing.fmax_mhz": 588,
        "grt_setup_unrepaired": "false",
    },
    "synth": {
        "synth_warnings": 1,
        "synth.distinct_cells": 9,
        "top_area_share_pct": 87.8,
        "synth.yosys.seq_area_share_pct": 91.2,
        "ys_ff": 111,
        "yosysTopAreaCell": "sky130_fd_sc_hd__edfxtp_1",
        "syn-instance-count": 151,
        "synth_area_per_cell_um2": 24.0,
        "yosysChipArea_um2": 3630,
        "post_synth_main_area_contributors": "sky130_fd_sc_hd__edfxtp_1, sky130_fd_sc_hd__nor4_2, sky130_fd_sc_hd__dfrtp_1",
        "post_synthesis_instance_area_um2": 3630,
        "synth_stat.cells": 151,
    },
    "placement": {
        "pre_cts_ws_ps": 805,
        "placement.io_buffers": 223,
        "placed_cells": 650,
        "routabilityCongestion": 0.830,
        "dp_hpwl_um": 9080,
    },
    "floorplan": {
        "die_h_um": 166,
        "row_count": 53,
        "core_um2": 21000,
        "fp_util_pct": 17.3,
        "fp.dieW_um": 166,
        "design.die.area_um2": 27600,
        "floorplan.io_pins": 260,
    },
    "route": {
        "detailedRoute.firstPassIterationCount": 6,
        "drtIter0Drc": 114,
        "routed_via_density": 3.62,
        "wire_length_per_cell_um": 16.7,
        "number_of_design_rule_violations_left_after_detail_routing": 0,
        "drtAntennaViolNets": 0,
        "route.vias.total": 2414,
        "detail_route.wirelength_um": 11100,
        "diodes_inserted": 0,
    },
    "clocking": {
        "ctsHoldBuffers": 0,
        "cts.root.buffer_cell": "sky130_fd_sc_hd__clkbuf_16",
        "cts.repair.resized": 0,
        "post-cts-setup-buffer-count": 0,
        "numClockSinks": 111,
        "clk_latency_ps": 350,
        "htree_num_levels": 3,
        "maximum_number_of_buffers_from_clock_root_to_sink": 2,
        "clock_pin_slew_of_the_registers_on_the_worst_case_setup_and_hold_paths_ps": 70,
        "cts_made_buffers": 9,
        "clock_tree_from_tritoncts": "done",
    },
    "cells_and_area": {
        "final_layout_top_logic_cells": "sky130_fd_sc_hd__clkdlybuf4s50_1, sky130_fd_sc_hd__edfxtp_1, sky130_fd_sc_hd__nor4_2, sky130_fd_sc_hd__nor4_1, sky130_fd_sc_hd__clkbuf_16",
        "layoutNonFillerInstCount": 666,
        "lay_top_count": "sky130_fd_sc_hd__clkdlybuf4s50_1",
        "drive_above_1_share_pct": 6.91,
        "flow.area_growth_from_synthesis_pct": 79.3,
    },
    "power_and_ir_drop": {
        "ir_drop_mv": 0.288,
        "power_leakage_uw": 0.00215,
        "power-per-cell-area_nw_per_um2": 693,
    },
    "status": {
        "outcome": "finished, final reports clean",
    },
    "global_route": {
        "globalRoute.totalOverflow": 0,
        "grt_pass1_wl_um": 16700,
        "antenna_found_initial": 0,
        "grt_start_max_net_pins": 112,
        "grt_pass1_vias": 2634,
        "grtUsageTotal_pct": 7.90,
    },
    "job": {
        "warnings": 63,
        "maxCapViolCount": 0,
    },
    "min_path": {
        "hold_class": "in2async",
    },
}
==> metrics by stage <==
step	area [um2]	power [uW]	utilization, %
after floorplan	3630	2490	-
after global placement	6220	3060	29.6
after detailed placement	6220	3070	29.6
after CTS	6500	4610	30.9
after global routing	6500	4720	30.9
final	6500	4510	30.9
==> worst max-delay path by stage <==
stage | from | end | cells past startpoint
5_1_grt | araddr_out[0] | araddr_out[0] | 1
6_report | araddr_out[25] | araddr_out[25] | 1
4_1_cts | araddr_out[25] | araddr_out[25] | 1
==> cell families (layout without fill, tap and decap cells) <==
logic type             after synthesis  after routing  synth area share, %
DFF                                111            111                 91.2
and+or+nand+nor                     34             34                 7.66
AOI/OAI and AO/OA                    6              6                 1.14
buffers and inverters                0            240                    0
==> power by group <==
part	internal, uW	switching (uW)	leakage, uW	total [uW]
logic	415	109	0.000916	525
registers	2390	87.2	0.00110	2480
clock network	842	664	0.000137	1510
total	3650	860	0.00215	4510
==> worst register-to-register path, delay by kind of cell, from the launching register on <==
family           cells  cell delay (ps)
AND/OR/NAND/NOR      2              640
AND-OR/OR-AND        1              310
flip-flops           1              400
==> cell usage after synthesis <==
cell                       instances
sky130_fd_sc_hd__edfxtp_1        106
sky130_fd_sc_hd__nor4_1           12
sky130_fd_sc_hd__nor4_2           12
sky130_fd_sc_hd__nand4_1           6
sky130_fd_sc_hd__dfrtp_1           5
sky130_fd_sc_hd__o21ai_1           3
sky130_fd_sc_hd__o31a_1            3
sky130_fd_sc_hd__nand2_1           2
sky130_fd_sc_hd__nor2_1            2
==> metal layers <==
metal  wire (um)  GRT usage, %  vias up
met3        1150          3.79       14
met5           0             0        -
met4         218          1.08        0
met1        4180          9.37     1169
li1            -             -     1107
met2        5580          13.2      124
==> final cells by class <==
cell class                 instances  area, um2
timing repair buffer             224       2250
tap                              275        344
clock inverter                     4       47.5
fill                            2012      14500
clock buffer                      12        236
sequential                       111       3310
multi-input combinational         40        319
==> flip-flops by register name, indices dropped and copies added, names as in the netlist <==
signal	flops
arvalid_out	1
araddr_out	32
awvalid_out	1
arprot_out	3
awaddr_out	32
wvalid_out	1
rready_out	1
bready_out	1
wstrb_out	4
wdata_out	32
awprot_out	3
Power figures rest on the tool's default switching activity, not on a simulated workload.
