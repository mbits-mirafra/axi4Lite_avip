$ cat /design/flow/config.mk
export PLATFORM = sky130hd
export DESIGN_NAME = master
export DESIGN_NICKNAME = master
export VERILOG_FILES = /design/flow/design.v
export SDC_FILE = /design/flow/constraint.sdc
export NUM_CORES = 4
export LEC_CHECK = 1
export CORE_UTILIZATION = 40
$ cat /design/flow/constraint.sdc
current_design master

set clk_period 5.5
set clk_io_pct 0.2

create_clock -name clk0 -period $clk_period [get_ports {clk}]

set non_clock_inputs [all_inputs -no_clocks]
set_input_delay [expr $clk_period * $clk_io_pct] -clock clk0 $non_clock_inputs
set_output_delay [expr $clk_period * $clk_io_pct] -clock clk0 [all_outputs]
$ cat /design/flow/design.v
package MasterRTLGlobalPkg;
  parameter bit AGENT_ACTIVE = 1;
  parameter int ADDRESS_WIDTH = 32;
  parameter int DATA_WIDTH = 32;
  parameter bit[32:0] MIN_ADDRESS = {32{1'b0}};
  parameter bit[32:0] MAX_ADDRESS = {32{1'b1}};
  parameter bit HAS_COVERAGE = 1;
  typedef enum bit {
    WRITE = 1,
    READ  = 0
  } transactionTypeEnum;
  typedef enum logic [2:0] {
    WRITE_DATA_SECURE_UNPRIVILEGED            = 3'b000,  
	  WRITE_DATA_SECURE_PRIVILEGED              = 3'b001,  
	  WRITE_DATA_NONSECURE_UNPRIVILEGED         = 3'b010,  
	  WRITE_DATA_NONSECURE_PRIVILEGED           = 3'b011,  
	  WRITE_INSTRUCTION_SECURE_UNPRIVILEGED     = 3'b100,  
	  WRITE_INSTRUCTION_SECURE_PRIVILEGED       = 3'b101,  
	  WRITE_INSTRUCTION_NONSECURE_UNPRIVILEGED  = 3'b110,  
	  WRITE_INSTRUCTION_NONSECURE_PRIVILEGED    = 3'b111  
  }awprotEnum;
  typedef enum logic [2:0] {
    READ_DATA_SECURE_UNPRIVILEGED            = 3'b000,  
	  READ_DATA_SECURE_PRIVILEGED              = 3'b001,  
	  READ_DATA_NONSECURE_UNPRIVILEGED         = 3'b010,  
	  READ_DATA_NONSECURE_PRIVILEGED           = 3'b011,  
	  READ_INSTRUCTION_SECURE_UNPRIVILEGED     = 3'b100,  
	  READ_INSTRUCTION_SECURE_PRIVILEGED       = 3'b101,  
	  READ_INSTRUCTION_NONSECURE_UNPRIVILEGED  = 3'b110,  
	  READ_INSTRUCTION_NONSECURE_PRIVILEGED    = 3'b111  
  }arprotEnum;
endpackage : MasterRTLGlobalPkg
package Axi4LiteMasterReadAssertCoverParameter;
  parameter int MAX_DELAY_READY = 16;
  parameter int MAX_DELAY_VALID = 16;
  parameter int MAX_DELAY_RVALID = 10;
  parameter int MAX_DELAY_ARADDR = 10;
  parameter int MAX_DELAY_RREADY = 16;
  parameter int MAX_DELAY_ARVALID = 10;
  parameter int DELAY_FOR_SECOND_TRANSFER = 16;
endpackage : Axi4LiteMasterReadAssertCoverParameter
package Axi4LiteMasterWriteAssertCoverParameter;
  parameter int MAX_DELAY_READY = 16;
  parameter int MAX_DELAY_VALID = 16;
  parameter int MAX_DELAY_WVALID = 10;
  parameter int MAX_DELAY_BVALID = 12;
  parameter int MAX_DELAY_BREADY = 16;
  parameter int MAX_DELAY_AWVALID = 10;
  parameter int DELAY_FOR_SECOND_TRANSFER = 16;
endpackage : Axi4LiteMasterWriteAssertCoverParameter
package Axi4LiteSlaveReadAssertCoverParameter;
  parameter int MAX_DELAY_READY = 16;
  parameter int MAX_DELAY_VALID = 16;
  parameter int MAX_DELAY_RVALID = 10;
  parameter int MAX_DELAY_ARADDR = 10;
  parameter int MAX_DELAY_ARREADY = 16;
  parameter int DELAY_FOR_SECOND_TRANSFER = 16;
endpackage : Axi4LiteSlaveReadAssertCoverParameter
package Axi4LiteSlaveWriteAssertCoverParameter;
  parameter int MAX_DELAY_READY = 16;
  parameter int MAX_DELAY_VALID = 16;
  parameter int MAX_DELAY_WVALID = 10;
  parameter int MAX_DELAY_BVALID = 12;
  parameter int MAX_DELAY_AWVALID = 10;
  parameter int MAX_DELAY_AWREADY = 16;
  parameter int MAX_DELAY_WREADY = 16;
  parameter int DELAY_FOR_SECOND_TRANSFER = 16;
endpackage : Axi4LiteSlaveWriteAssertCoverParameter
module master #(parameter DATA_WIDTH = 32,
             parameter ADDRESS_WIDTH = 32)(
		input clk,     
		input rst_n,   
        input wr_en,
        input rd_en,
		   input  awready,
		   output reg awvalid,
		   output reg [ADDRESS_WIDTH-1:0]awaddr,
		   input  wready,
		   output reg wvalid,
		   output reg [(DATA_WIDTH/8)-1:0]wstrb,
		   output reg [DATA_WIDTH-1:0]wdata,
		   input [1:0] bresp,
		   input  bvalid,
		   output reg bready,
		   input  arready,
		   output reg [ADDRESS_WIDTH-1:0]araddr,
		   output reg arvalid,
		   input  [DATA_WIDTH-1:0]rdata,
		   input  rvalid,
		   input [1:0] rresp,
		   output reg rready,
			input   [ADDRESS_WIDTH-1:0] awaddr_in,
			input	[(DATA_WIDTH/8)-1:0]   wstrb_in,
			input	[DATA_WIDTH-1:0]	wdata_in,
			input	[ADDRESS_WIDTH-1:0] araddr_in,
			output	reg [DATA_WIDTH-1:0] data_out,
			output  reg [1:0]bresp_out,
			output  [1:0]rresp_out
	   );
    assign rresp_out = rresp;
    assign bresp_out = bresp;
    localparam WA_IDLE_M = 2'b00, WA_VALID_M = 2'b01, WA_ADDR_M = 2'b10, WA_WAIT_M = 2'b11;
    reg [1:0] WA_PRESENT_STATE_M;
    reg [1:0] WA_NEXT_STATE_M;
	    always @(posedge clk or negedge rst_n) begin
	    	if(~rst_n) begin
	    		WA_PRESENT_STATE_M <= WA_IDLE_M;
	    	end else begin
	    		WA_PRESENT_STATE_M <= WA_NEXT_STATE_M;
	    	end
	    end
	always @* begin
		case (WA_PRESENT_STATE_M)
			WA_IDLE_M : if(wr_en)
			                WA_NEXT_STATE_M = WA_VALID_M;
			            else
			                WA_NEXT_STATE_M = WA_IDLE_M;
			WA_VALID_M:	if((awaddr_in >= 32'h00000000) && (awaddr_in < 32'hffffffff))
							WA_NEXT_STATE_M = WA_ADDR_M;
						else
							WA_NEXT_STATE_M = WA_VALID_M;
			WA_ADDR_M :	if(awready)
							WA_NEXT_STATE_M = WA_WAIT_M;
						else
							WA_NEXT_STATE_M = WA_ADDR_M;
			WA_WAIT_M :	if(~awvalid && ~awready)
							WA_NEXT_STATE_M = WA_IDLE_M;
						else 
							WA_NEXT_STATE_M = WA_WAIT_M;
			default : 		WA_NEXT_STATE_M = WA_IDLE_M;
		endcase
	end
	always @(posedge clk or negedge rst_n) begin
		if (~rst_n) begin
			awvalid <= 1'b0;
            awaddr <= 'b0;
		end else case (WA_NEXT_STATE_M)
				WA_IDLE_M :	awvalid <= 1'b0;
				WA_VALID_M: awvalid <= 1'b0;
				WA_ADDR_M : begin awvalid <= 1'b1;
							awaddr <= awaddr_in; end
				WA_WAIT_M : awvalid <= 1'b0 ;
				default	  :	begin awvalid <= 1'b0;
                                  awaddr <= awaddr;
                            end
			endcase
		end
	localparam W_IDLE_M = 2'b00, W_START_M = 2'b01, W_WAIT_M = 2'b10, W_TRAN_M = 2'b11;
	reg [1:0] W_PRESENT_STATE_M;
    reg [1:0] W_NEXT_STATE_M;
	always @(posedge clk or negedge rst_n) begin
	  	if(~rst_n) begin
	   		W_PRESENT_STATE_M <= W_IDLE_M;
	   	end else begin
	   		W_PRESENT_STATE_M<= W_NEXT_STATE_M;
	   	end
	end
	always @* begin
		case (W_PRESENT_STATE_M)
			W_IDLE_M : if(~rst_n)
						W_NEXT_STATE_M = W_IDLE_M;
					else
						W_NEXT_STATE_M = W_START_M;
			W_START_M: if(awvalid && awready)
						W_NEXT_STATE_M = W_WAIT_M;
					else
						W_NEXT_STATE_M = W_START_M;
			W_WAIT_M : if(wready)
						W_NEXT_STATE_M = W_TRAN_M;
					else
						W_NEXT_STATE_M = W_WAIT_M;
			W_TRAN_M : if(wvalid && wready)
						W_NEXT_STATE_M = W_TRAN_M;
					else
						W_NEXT_STATE_M = W_IDLE_M;
			default :	W_NEXT_STATE_M = W_IDLE_M;
		endcase
	end
	always @(posedge clk or negedge rst_n) begin
		if(~rst_n) begin
			wvalid  <= 1'b0;
            wdata <= 'b0;
            wstrb <= 'b0;
		end else begin
			case (W_PRESENT_STATE_M)
				W_IDLE_M : wvalid  <= 1'b0;
				W_START_M: wvalid  <= 1'b0;
				W_WAIT_M : begin
							wvalid  <= 1'b1;
							wstrb <= wstrb_in;
							wdata <= wdata_in;
						   end
				W_TRAN_M : wvalid  <= 1'b0;
				default  : begin wvalid  <= 1'b0;
				                 wstrb <= wstrb;
				                 wdata <= wdata;
                           end
			endcase
		end		
	end
	localparam B_IDLE_M = 2'b00, B_START_M = 2'b01, B_READY_M = 2'b10;
	reg [1:0] B_PRESENT_STATE_M;
	reg [1:0] B_NEXT_STATE_M;
	always_ff @(posedge clk or negedge rst_n) begin
	 	if(~rst_n) begin
	 		B_PRESENT_STATE_M <= B_IDLE_M;
	 	end else begin
	 		B_PRESENT_STATE_M <= B_NEXT_STATE_M;
	 	end
	 end 
	always @* begin
	 	case (B_PRESENT_STATE_M)
	 		B_IDLE_M : if(~rst_n)
	 						B_NEXT_STATE_M = B_IDLE_M;
	 					else
	 						B_NEXT_STATE_M = B_START_M;
	 		B_START_M: if(wvalid && wready)
	 						B_NEXT_STATE_M = B_READY_M;
	 					else
	 						B_NEXT_STATE_M = B_START_M;
	 		B_READY_M: 	if(bvalid && bready)
	 						B_NEXT_STATE_M = B_READY_M;
	 					else
	 						B_NEXT_STATE_M = B_IDLE_M;
	 		default  : B_NEXT_STATE_M = B_IDLE_M;
	 	endcase
	end
	always @(posedge clk or negedge rst_n) begin
		if (~rst_n) begin
			bready <= 1'b0;
		end else case (B_PRESENT_STATE_M)
			B_IDLE_M : bready <= 1'b0;
			B_START_M: bready <= 1'b0;
			B_READY_M: bready <= 1'b1;
			default  : bready <= 1'b0;
		endcase
	end
	localparam RA_IDLE_M = 2'b00, RA_START_M = 2'b01, RA_VALID_M = 2'b10, RA_READY_M = 2'b11;
	reg [1:0] RA_PRESENT_STATE_M;
	reg [1:0] RA_NEXT_STATE_M;
	always_ff @(posedge clk or negedge rst_n) begin
	 	if(~rst_n) begin
	 		RA_PRESENT_STATE_M <= RA_IDLE_M;
	 	end else begin
	 		RA_PRESENT_STATE_M <= RA_NEXT_STATE_M;
	 	end
	 end
	 always @* begin
	 	case (RA_PRESENT_STATE_M)
	 	    RA_IDLE_M :	if(rd_en)
			                RA_NEXT_STATE_M = RA_START_M;
			            else
			                RA_NEXT_STATE_M = RA_IDLE_M;
	 		RA_START_M: if((araddr_in > 32'h00000000) && (araddr_in < 32'hffffffff))
	 						RA_NEXT_STATE_M = RA_VALID_M;
	 					else
	 						RA_NEXT_STATE_M = RA_START_M; 
            RA_VALID_M: if(arready)
	 						RA_NEXT_STATE_M = RA_READY_M;
	 					else
	 						RA_NEXT_STATE_M = RA_VALID_M;
	 		RA_READY_M: if(arvalid && arready)
	 						RA_NEXT_STATE_M = RA_READY_M;
	 					else
	 						RA_NEXT_STATE_M = RA_IDLE_M;
	 		default   : 	RA_NEXT_STATE_M = RA_IDLE_M;
	 	endcase
	 end
	 always@(posedge clk or negedge rst_n) begin
	 	if (~rst_n) begin
	 		arvalid <= 1'b0;
	 		araddr <= 'b0;
	 	end else case (RA_PRESENT_STATE_M)
	 		RA_IDLE_M : arvalid <= 1'b0;
	 		RA_START_M: arvalid <= 1'b0;
	 		RA_VALID_M: begin 
	 		             if(arvalid && arready)arvalid <= 1'b0;
	 		             else arvalid <= 1'b1;
                         araddr <= araddr_in;
                        end 
            RA_READY_M: arvalid <= 1'b0;
	 		default : begin arvalid <= 1'b0;
	 		                araddr <= araddr;
	 		          end
	 	endcase
	 end
	 localparam R_IDLE_M = 2'b00, R_START_M = 2'b01, R_READY_M = 2'b10, R_TRAN_M = 2'b11;
	 reg [1:0] R_PRESENT_STATE_M;
	 reg [1:0] R_NEXT_STATE_M;
	 always @(posedge clk or negedge rst_n) begin
	 	if(~rst_n) begin
	 		R_PRESENT_STATE_M <= R_IDLE_M;
	 	end else begin
	 		R_PRESENT_STATE_M <= R_NEXT_STATE_M;
	 	end
	 end
	 always@* begin
	 	case (R_PRESENT_STATE_M)
	 		R_IDLE_M : if(~rst_n)
	 						R_NEXT_STATE_M = R_IDLE_M;
	 					else
	 						R_NEXT_STATE_M = R_READY_M;
	 		R_START_M: if(arready && arvalid)
	 						R_NEXT_STATE_M = R_READY_M;
	 					else
	 						R_NEXT_STATE_M = R_START_M;
	 		R_READY_M: if(rready)
	 						R_NEXT_STATE_M = R_TRAN_M;
	 					else
	 						R_NEXT_STATE_M = R_READY_M;
	 		R_TRAN_M : if(!(rvalid && rready))
	 						R_NEXT_STATE_M = R_IDLE_M;
	 					else
	 						R_NEXT_STATE_M = R_TRAN_M;
	 		default  : 		R_NEXT_STATE_M = R_IDLE_M;
	 	endcase
	 end
	 always_ff @(posedge clk or negedge rst_n) begin
	 	if (~rst_n) begin
	 		rready <= 1'b0;
	 		data_out <= 'b0;
	 	end else case (R_PRESENT_STATE_M)
	 		R_IDLE_M : rready <= 1'b0;
	 		R_START_M: rready <= 1'b0;
	 		R_READY_M: rready <= 1'b1;
	 		R_TRAN_M : begin
	 					rready <= 1'b0;
	 					data_out<= rdata;
	 				   end
	 		default  : begin rready <= 1'b0;
	 		                 data_out <= data_out; 
	 		           end
	 	endcase
	 end
endmodule : master
$ cat /design/flow/run.sh
#!/bin/bash
# OpenROAD 26Q1-2900-gdf79404cd8, Yosys 0.63+post, stock flow scripts
make -C /OpenROAD-flow-scripts/flow DESIGN_CONFIG=/design/flow/config.mk WORK_HOME=/design/flow/orfs finish
==> qor.tcl <==
set qor(outcome) {finished clean}
set qor(dpl.cell_count) 848
set qor(critPathLaunchType) {input port}
set qor(core_mm2) 0.0146
set qor(synth.yosys.chip_area_mm2) 0.00600
set qor(max-slew-margin-rel) 0.447
set qor(grt_start_max_net_pins) 96
set qor(clock-sinks) 156
set qor(worst_slew_pin_slew_ps) 829
set qor(fillCellCount) 1073
set qor(yosys_warnings) 2
set qor(ctsRootBufferMaster) {clkbuf_16}
set qor(detail_route.first_pass.iterations) 4
set qor(internal_power_mw) 3.80
set qor(grt_use_total) 0.200
set qor(overflow_after_grt) 0
set qor(switchingPower_mw) 1.11
set qor(synth.yosys.num_cells) 402
set qor(tool_warnings) 26
set qor(power_density_mw_per_mm2) 518
set qor(areaGrowthSynthToFinish_pct) 57.9
set qor(wl_per_cell_um) 16.1
set qor(gp_routability_congestion) 0.809
set qor(route.detailed.vias_per_inst) 4.82
set qor(max_cap_violations) 0
set qor(fin_tns_setup_ps) 0
set qor(irDropWorstVdd_uv) 277
set qor(clock.fmax_mhz) 337
set qor(layout_worst_path_cycle_share) 0.540
set qor(antenna_found_initial) 0
set qor(vias) 4239
set qor(post_route_cells_drive_above_1_share) 0.236
set qor(port-buffer-count) 277
set qor(synth.ff_latch_count) 156
set qor(critical_path_arrival_ps) 3270
set qor(cell_at_the_slowest_stage_of_the_critical_path) {nand3_2}
set qor(placed_area_mm2) 0.00894
set qor(grt_pass1_vias) 4443
set qor(cts_htree_levels) 4
set qor(comb_power_share) 0.378
set qor(finalHoldViolCount) 0
set qor(timing.critical_path.mode_cell) {nand4_1}
set qor(power.share.sequential) 0.404
set qor(tritoncts) {built}
set qor(power_mw) 4.91
set qor(synth.distinct_cells) 25
set qor(power.share.clock) 0.219
set qor(timing.critical_path.cells) {clkdlybuf4s50_1, nand4_1, nor4_2, nand4_1, nand3_2, mux2_2}
set qor(clock_skew_ps) 3.53
set qor(drtAntennaViolNets) 0
set qor(floorplan.io_pins) 286
set qor(drt_wl_total_mm) 14.2
set qor(clk_pin_slew_worst_paths_ps) 50
set qor(setup_viol_count_final) 0
set qor(swShare) 0.226
set qor(timing_worst_setup_path_type) {input port to flop}
set qor(slew_violations) 0
set qor(floorplan.die.width_um) 125
set qor(post_synth_instance_area_mm2) 0.00600
set qor(synth.yosys.seq_area_share) 0.651
set qor(synth_instances) 402
set qor(num_cts_buffers) 17
set qor(layout.cell_area.non_filler_mm2) 0.00948
set qor(core_util_floorplan) 0.412
set qor(cp-end-kind) {flop}
set qor(hold_ws_ps) 402
set qor(antenna-diode-count) 0
set qor(place.detailed.hpwl_mm) 10.4
set qor(crit_path_max_fanout) 33
set qor(rsz_0062_raised_after_global_routing) {no}
set qor(global_route_wire_length_before_repair_mm) 23.7
set qor(ctsResizeCount) 0
set qor(die_outline_height_um) 125
set qor(clockBufferDepth) 2
set qor(cp_data_required_time_ps) 5790
set qor(critical-path-max-stage-delay_ps) 630
set qor(dr.first_iter.drc_count) 189
set qor(leakage_nw) 3.88
set qor(cts_post_setup_buffers_inserted) 0
set qor(core.rowCount) 44
set qor(die_area_mm2) 0.0155
set qor(syn_area_per_cell_um2) 14.9
set qor(worstSkewPairLatency_ps) 410
set qor(post_layout_nonfiller_instances) 880
set qor(post-route-min-period_ps) 2970
set qor(hp-class) {flop to flop}
set qor(drcViolationCount) 0
set qor(holdBufCountCts) 0
==> layer usage <==
layer  part of all wire  global-route usage  wire length [µm]  up-vias
li1                   -                   -                 -     2003
met1               0.43               0.300              6150     2046
met2               0.47               0.304              6620      179
met3              0.087              0.0692              1240       11
met4              0.014              0.0241               194        0
met5                  0                   0                 0        -
==> flip-flops by register name (all words and copies together), names as in the netlist, 3 cells and up <==
register and count:
WA_PRESENT_STATE_M 4, R_PRESENT_STATE_M 4, awaddr 32, wdata 32, araddr 32, RA_PRESENT_STATE_M 4, wstrb 4, B_PRESENT_STATE_M 3
W_PRESENT_STATE_M 4, data_out 32
==> cell type report <==
cell class	count	area [µm²]	area share
repair buffers	281	2820	0.297
clock buffers	30	504	0.0532
well taps	184	230	0.0243
flip-flops and latches	156	3910	0.412
clock inverters	2	35.0	0.00370
inverters	11	41.3	0.00436
multi-input cells	216	1940	0.205
==> stage by stage <==
stage               worst slack [ps]  utilization
finish                          2530        0.650
detailed placement              2090        0.613
floorplan                       3080            -
CTS                             2520        0.650
global placement                2130        0.613
global route                    2350        0.650
==> placed cells by master, fill, tap and decap left out, types with 2 or more instances in the layout <==
master,n
clkbuf_8,3
buf_4,3
nand4_1,19
a22o_1,3
mux2_2,130
inv_1,11
clkbuf_1,10
clkbuf_16,17
nor3_1,2
dfstp_2,5
dfrtp_1,151
clkdlybuf4s50_1,276
a21oi_1,5
nor2_1,10
o21ai_0,8
mux2_1,2
nand3_1,5
nor4_1,10
nand2_1,16
==> power groups by stage <==
stage,Clock (mW),Combinational [mW],Sequential [mW]
after CTS,1.10,1.89,1.99
after global routing,1.15,2.02,2.06
final,1.07,1.86,1.98
==> synth_stat cells <==
library cell	n	share of area
nand3_1	5	0.0042
nand4_1	19	0.020
nor2_1	10	0.0063
a22oi_1	1	0.0013
a21oi_1	5	0.0042
buf_2	1	0.00083
buf_6	3	0.0056
clkbuf_1	9	0.0056
dfrtp_1	151	0.63
a22o_1	3	0.0044
nor2b_1	1	0.0010
inv_1	11	0.0069
nor3_1	2	0.0017
dfstp_2	5	0.022
a2111oi_0	1	0.0015
mux2_1	2	0.0038
nor4_2	1	0.0021
and2_1	1	0.0010
buf_1	2	0.0013
nand2_1	16	0.010
mux2_2	130	0.24
nor4_1	10	0.010
nand3_2	1	0.0017
o21ai_0	8	0.0067
buf_4	4	0.0050
==> critical path, delay by kind of cell <==
kind | cells | cell delay, ps
buf+inv | 1 | 480
mux | 1 | 410
simple gates | 4 | 1270
==> final timing paths <==
path                                           start                    to  slack, ps  cells past startpoint
worst max-delay path                   awaddr_in[17]             awaddr[6]       2530                      6
worst min-delay path            B_PRESENT_STATE_M[1]                bready        400                      0
worst max register to register               awvalid            awaddr[11]       3380                      5
worst min register to register  B_PRESENT_STATE_M[1]                bready        400                      0
max in group asynchronous                      rst_n  B_PRESENT_STATE_M[0]       3910                      2
min in group asynchronous                      rst_n             wdata[23]        660                      1
==> cells by family (layout without fill, tap and decap cells) <==
family,Yosys count,in the layout,synth area share
flip-flops,156,156,0.651
buffers and inverters,30,324,0.0252
AND-OR/OR-AND,18,18,0.0179
AND/OR/NAND/NOR,66,66,0.0581
multiplexers,132,132,0.248
Power and IR drop assume default switching activity.
